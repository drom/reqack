[/design/flow/run.sh]
#!/bin/bash
# OpenROAD 26Q1-2900-gdf79404cd8, Yosys 0.63+post, stock flow scripts
make -C /OpenROAD-flow-scripts/flow DESIGN_CONFIG=/design/flow/config.mk WORK_HOME=/design/flow/orfs finish
[/design/flow/design.v]
module eb15_ctrl #(
    parameter S0 = 5'b1_0_10_0,
    parameter S1 = 5'b1_1_01_0,
    parameter S2 = 5'b0_1_00_0,
    parameter S3 = 5'b1_1_10_1,
    parameter S4 = 5'b0_1_00_1
) (
    input  t_0_req,
    output t_0_ack,
    output i_0_req,
    input  i_0_ack,
    output en0, en1, sel,
    input  clk, reset_n
);
reg [4:0] state, state_nxt;
always @(posedge clk or negedge reset_n)
    if (~reset_n) state <= S0;
    else          state <= state_nxt;
always @*
    casez({state, t_0_req, i_0_ack})
        {S0, 2'b1?} : state_nxt = S1;
        {S1, 2'b01} : state_nxt = S0;
        {S1, 2'b10} : state_nxt = S2;
        {S1, 2'b11} : state_nxt = S3;
        {S2, 2'b?1} : state_nxt = S3;
        {S3, 2'b01} : state_nxt = S0;
        {S3, 2'b10} : state_nxt = S4;
        {S3, 2'b11} : state_nxt = S1;
        {S4, 2'b?1} : state_nxt = S1;
        default       state_nxt = state;
    endcase
assign t_0_ack = state[4];
assign i_0_req = state[3];
assign en0     = state[2] & t_0_req;
assign en1     = state[1] & t_0_req;
assign sel     = state[0];
endmodule
[/design/flow/constraint.sdc]
current_design eb15_ctrl

set clk_period 3.6
set clk_io_pct 0.2

create_clock -name clk0 -period $clk_period [get_ports {clk}]

set non_clock_inputs [all_inputs -no_clocks]
set_input_delay [expr $clk_period * $clk_io_pct] -clock clk0 $non_clock_inputs
set_output_delay [expr $clk_period * $clk_io_pct] -clock clk0 [all_outputs]
[/design/flow/config.mk]
export PLATFORM = sky130hd
export DESIGN_NAME = eb15_ctrl
export DESIGN_NICKNAME = eb15_ctrl
export VERILOG_FILES = /design/flow/design.v
export SDC_FILE = /design/flow/constraint.sdc
export NUM_CORES = 4
export LEC_CHECK = 1
export CORE_AREA = 10 10 70 70
export DIE_AREA = 0 0 80 80
==> results.toml <==
# yosys + openroad results
[drt]
num_vias = 337
detail-route-antenna-nets = 0
num_antenna_cells = 0
drtIter0Drc = 8
wire_per_inst_um = 9.66
drtPass1Iterations = 2
vias_per_cell = 3.62
routed_wl_um = 898
drcViolationCount = 0

[logic_synthesis]
avgSynthCellArea_um2 = 9.18
ys_cells = 36
synth-async-reset-ratio_pct = 100
area_leaders = "dfrtp_1 23%, dfstp_2 16%, nand2_1 5.7%, nand3_1 4.5%, nand3b_1 4.5%"
yosys.area.top_type_share_pct = 22.7
syn_inst = 36
yosysTopAreaCell = "dfrtp_1"
synth.distinct_cells = 23
ys.flop_type = "dfrtp_1"
yosysWarnings = 1
synth_seq_share_pct = 38.6
synth-edff-count = 0
syn_area_um2 = 330
yosys.stat.chipArea_um2 = 330
ys.flops = 5

[grt]
grt_overflow = 0
grt.total_usage_pct = 2.74
grt_pass1_vias = 349
grt_pass1_wl_um = 1460
grt_start_max_net_pins = 11
antenna_found_initial = 0

[layout]
regMostFlops = "state"
combGateArea_um2 = 188
lay_top_count = "clkdlybuf4s50_1"
final_cell_mix = "8 x clkdlybuf4s50_1, 5 x nand2_1, 3 x nand3_1, 3 x clkbuf_4, 3 x dfrtp_1"
synthToLayoutAreaGrowth_pct = 46.2
postLayoutCellArea_um2 = 483
largest_reg_flops = 5
n_fill_cell = 393
reg_top3 = "state (5)"
layout-drive-gt1-share_pct = 14.9
layoutNonFillerInstCount = 93
seq_area_um2 = 128

[timing]
fin_ws_ps = 972
max_slew.worst_pin.slew_ps = 456
fin_skew_ps = 0.249
setup_tns_ps = 0
setup_viol = 0
slew_viol_final = 0
fin_crit_ps = 2630
rsz0062_at_grt = "no"
hold_violations = 0
max_freq_mhz = 381
fin_crit_sh_pct = 73.0
relSlewSlack_pct = 69.3

[placement]
pre_cts_slack_ps = 971
io_buffers = 8
dp.cells = 89
dp_hpwl_um = 711
gp_congestion = 0.885
dpl_cell_area_um2 = 457

[die]
coreArea_um2 = 3420
die_h_um = 80
die_area_um2 = 6400
io_pins = 9
fp_util_pct = 9.67
num_rows = 21
die_w_um = 80

[clock_network]
cts_tree = "done"
cts_setup_buffers = 0
postCtsHoldBufs = 0
clock_latency_ps = 240
clock_tree.root_cell = "clkbuf_4"
h-tree-depth = 1
clockBufferDepth = 2
cts_resized = 0
cts_sinks = 5
cts_buffers = 3
clkTransAtPathRegs_ps = 40

[critical_path]
crit_fanout = 7
worst_r2r_path_depth = 3
crit_required_ps = 2880
crit-reg2reg-launch = "state[0]"
worst_ep_arrival_time_ps = 1910
worstSetupStartpointType = "input port"
end_kind = "primary output"
crit_start = "t_0_req"
path_class = "input port to primary output"

[power]
p_leak_nw = 0.189
ir_drop_mv = 0.0510
pwr_density_cell_nw_per_um2 = 258

[hold_path]
holdCritStartpoint = "state[2]"
hp-class = "register to register"
holdPathStages = 2

[flow_run]
tool_warnings = 25
drv_cap = 0

[status]
status = "finished clean"
-- worst paths after layout --
check                      endpoint  slack (ps)
max                             en0         970
min reg2reg                state[2]         540
max reg2reg                state[3]        1990
min                        state[2]         540
min in group asynchronous  state[0]         700
max in group asynchronous  state[2]        2660
-- critical path, cell delays in order --
cell and delay [ps]:
clkdlybuf4s50_1 570, and2_1 160, clkdlybuf4s50_1 460
-- layer usage --
metal	global-route usage (%)	share of wire, %	up-vias
met5	0	0	-
met4	1.41	3.5	0
met3	0.568	5.2	2
met2	4.82	51	10
met1	3.02	40	164
li1	-	-	161
-- through the flow --
step	power [mW]	hold WS, ps	util [%]
detailed placement	0.0632	534	13.4
CTS	0.128	540	14.1
global route	0.130	573	14.1
finish	0.125	538	14.1
global placement	0.0630	533	13.4
floorplan	0.0575	424	-
-- area by class of cell --
class	count	area share, %
inverters	1	0.777
multi-input cells	29	38.9
flip-flops and latches	5	26.4
clock buffers	4	5.44
repair buffers	8	16.6
well taps	46	11.9
-- cells by family (layout without fill, tap and decap cells) --
logic type,Yosys count,after routing,synth area share (%)
and+or+nand+nor,18,18,31.1
AOI/OAI and AO/OA,10,10,22.7
DFF,5,5,38.6
buffers and inverters,2,13,4.54
muxes,1,1,3.03
-- cell usage after synthesis, drive strengths merged (2+ instances only) --
library cell	instances
o211ai	2
nand3	3
dfstp	2
nand3b	2
dfrtp	3
o21ai	2
nand2	5
and2	2
-- power by group --
part / switching [mW] / internal (mW) / total, mW / leakage (nW)
clock network: 0.0206 / 0.0417 / 0.0624 / 0.0150
logic: 0.00268 / 0.00316 / 0.00585 / 0.111
registers: 0 / 0.0566 / 0.0566 / 0.0626
total: 0.0233 / 0.101 / 0.125 / 0.189
Power is estimated from default activity; no workload was simulated.
