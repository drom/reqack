==> flow/design.v <==
module eb17_ctrl #(
    parameter ZERO = 7'b1_0_01_00_0,
    parameter ONE  = 7'b1_1_00_11_0,
    parameter TWO  = 7'b0_1_10_10_1
) (
    input  t_0_req,
    output t_0_ack,
    output i_0_req,
    input  i_0_ack,
    output en0, en1, sel,
    input  clk, reset_n
);
reg [6:0] state, state_nxt;
always @(posedge clk or negedge reset_n)
    if (~reset_n) state <= ZERO;
    else          state <= state_nxt;
always @*
    casez({state, t_0_req, i_0_ack})
        {ZERO, 2'b1?} : state_nxt = ONE;
        {ONE,  2'b01} : state_nxt = ZERO;
        {ONE,  2'b10} : state_nxt = TWO;
        {TWO,  2'b?1} : state_nxt = ONE;
        default         state_nxt = state;
    endcase
assign t_0_ack = state[6];
assign i_0_req = state[5];
assign en0 = (state[4] | t_0_req) & (state[3] | i_0_ack);
assign en1 = (state[2] & t_0_req) & (state[1] ^ i_0_ack);
assign sel = state[0];
endmodule
==> flow/run.sh <==
#!/bin/bash
# OpenROAD 26Q1-2900-gdf79404cd8, Yosys 0.63+post, stock flow scripts
make -C /OpenROAD-flow-scripts/flow DESIGN_CONFIG=/design/flow/config.mk WORK_HOME=/design/flow/orfs finish
==> flow/config.mk <==
export PLATFORM = sky130hd
export DESIGN_NAME = eb17_ctrl
export DESIGN_NICKNAME = eb17_ctrl
export VERILOG_FILES = /design/flow/design.v
export SDC_FILE = /design/flow/constraint.sdc
export NUM_CORES = 4
export LEC_CHECK = 1
export CORE_AREA = 10 10 70 70
export DIE_AREA = 0 0 80 80
==> flow/constraint.sdc <==
current_design eb17_ctrl

set clk_period 3.2
set clk_io_pct 0.2

create_clock -name clk0 -period $clk_period [get_ports {clk}]

set non_clock_inputs [all_inputs -no_clocks]
set_input_delay [expr $clk_period * $clk_io_pct] -clock clk0 $non_clock_inputs
set_output_delay [expr $clk_period * $clk_io_pct] -clock clk0 [all_outputs]
==> flow_summary.yaml <==
# synthesis and place-and-route metrics
power_and_ir_drop:
  power_density_mw_per_mm2: 795
  p_sw_mw: 0.110
  p_sw_share_pct: 30.2
  p_clk_share_pct: 19.0
  peakVddDrop_mv: 0.138
  intPower_mw: 0.253
  p_seq_share_pct: 41.9
  p_leak_nw: 0.161
  p_comb_share_pct: 39.1
route:
  dr.first_iter.drc_count: 45
  routed_wl_um: 689
  via_per_inst: 2.98
  antenna_left: 0
  drtPass1Iterations: 3
  diodes: 0
  vias: 250
  wl_per_cell_um: 8.20
  drc: 0
setup_path:
  cp_cell_sequence: "clkdlybuf4s50_1, xor2_1, and3_1, clkdlybuf4s50_1"
  cp_common_cell: "clkdlybuf4s50_1"
  reg2reg_from: "state[4]"
  crit_start: "i_0_ack"
  crit_fanout: 7
  cp_num_buf_inv: 2
  crit_family: "buffers and inverters"
  slowest_delay_ns: 0.60
  worstSetupStartpointType: "input pin"
  crit_path_end_kind: "primary output"
  crit_arrival_ns: 2.02
  required_ns: 2.56
  crit_type: "in2out"
  slowest_stage: "clkdlybuf4s50_1"
clock_tree:
  h-tree-depth: 1
  clkSlewWorstSetupHoldPaths_ns: 0.04
  cts_sinks: 5
  cts_buffer_depth: 2
  cts_buffers: 3
  cts_resized: 0
  cts_tree: "yes"
  insertion_delay_ns: 0.23
  cts_setup_buffers: 0
  cts-root-buf: "clkbuf_4"
  hold_buffers: 0
finish:
  area_delta_synth_final_pct: 53.6
  reg.largest.list: "state: 5 flops"
  drive_gt1_share_pct: 21.1
  top_register: "state"
  largest_reg_flops: 5
  finalInstanceArea_um2: 455
  fillers: 395
sta:
  period_needed_ns: 2.66
  final.setup.tns_ns: 0
  rsz0062_at_grt: "false"
  fin_skew_ns: 0.00258
  drv_slew: 0
  worst_slew_pin_slew_ns: 0.367
  fmax_mhz: 376
  timing.final.crit_share_pct: 83.0
  hold_violations: 0
  setup_viol: 0
  slew_headroom_pct: 75.2
global_routing:
  grt_pass1_wl_mm: 1.12
  grt_pass1_vias: 246
  grt_max_degree: 8
  grt_antenna_before_repair: 0
  track_usage_pct: 2.14
  grt_overflow: 0
placed_design:
  gp_congestion: 0.828
  io_buffers: 8
  place_area_um2: 429
yosys:
  most_common_cell: "dfrtp_1"
  yosys_cells: 27
  synth-edff-count: 0
  yosysWarnings: 1
  async_flop_share_pct: 100
  yosysTopAreaCellShare_pct: 25.3
  yosysTopAreaCell: "dfrtp_1"
  syn_area_per_cell_um2: 11.0
  synth_seq_share_pct: 43.0
  yosys_area_um2: 297
  common_cells: "3 x dfrtp_1, 2 x dfstp_2, 2 x nand3_1, 2 x nand3b_1, 2 x o31ai_1"
  topCellsByArea: "dfrtp_1 25%, dfstp_2 18%, nand3b_1 5.1%"
  syn_area_um2: 297
  ys_types: 21
  numSynthFlops: 5
  ys.flop_type: "dfrtp_1"
  netlist_instances: 27
floorplan:
  io_pins: 9
  die_w_um: 80
  die-area_mm2: 0.00640
  die_h_um: 80
  fp_util_pct: 8.68
  fp-row-count: 21
  fp.coreArea_mm2: 0.00342
hold_path:
  hold_class: "reg2reg"
  worstHoldStart: "state[6]"
job:
  warnings: 25
  max-cap-violations: 0
outcome:
  status: "completed"
## placed cells by master (no fill, tap or decap)
cell type	n
clkbuf_1	1
and3_1	1
o22a_1	1
xor2_1	1
or4_4	1
nand3b_1	2
o2111ai_1	1
nand3_1	2
dfstp_2	2
nand2b_1	1
nand4b_1	1
clkbuf_4	3
xnor2_1	1
nor4b_1	1
clkdlybuf4s50_1	8
a21bo_2	1
o31ai_1	2
and4bb_2	1
o2111a_1	1
inv_1	1
dfrtp_1	3
or3_1	1
nand2_1	1
## cell families (layout without fill, tap and decap cells)
logic type | after synthesis | in the layout | synth area share (%)
compound gates | 6 | 6 | 18.1
xor+xnor | 2 | 2 | 5.91
simple gates | 12 | 12 | 30.0
flops | 5 | 5 | 43.0
buf+inv | 2 | 13 | 2.95
## per-stage QoR
stage | hold WS [ns] | total power [mW] | cells | setup WS, ns | utilization, %
final | 0.538 | 0.362 | 84 | 0.544 | 13.3
after global routing | 0.591 | 0.396 | 84 | 0.491 | 13.3
after CTS | 0.543 | 0.371 | 84 | 0.543 | 13.3
after detailed placement | 0.530 | 0.296 | 80 | 0.542 | 12.6
after global placement | 0.548 | 0.297 | 80 | 0.546 | 12.6
after floorplan | 0.344 | 0.214 | 27 | 1.51 | -
## tightest hold or removal path: stages, from the launching register on
cell     delay [ns]
dfstp_2        0.38
o31ai_1        0.06
nand3_1        0.08
## power by group through the flow
stage | Sequential (mW) | Clock, mW | Combinational [mW]
after CTS | 0.151 | 0.0736 | 0.146
after global routing | 0.159 | 0.0773 | 0.159
final | 0.152 | 0.0688 | 0.142
## routing by layer
| layer | vias to the layer above | GRT usage, % | part of all wire (%) |
|---|---|---|---|
| li1 | 130 | - | - |
| met4 | 0 | 0.352 | 0 |
| met1 | 112 | 3.08 | 53 |
| met3 | 0 | 1.70 | 15 |
| met5 | - | 0 | 0 |
| met2 | 8 | 2.33 | 32 |
## path summary, 6_finish.rpt
| path | to | cells after the start | slack [ns] |
|---|---|---|---|
| min in group asynchronous | state[4] | 1 | 0.63 |
| max in group asynchronous | state[6] | 1 | 2.31 |
| setup / recovery | en1 | 4 | 0.54 |
| setup reg to reg | state[3] | 3 | 1.81 |
| hold reg to reg | state[6] | 2 | 0.54 |
| hold / removal | state[6] | 2 | 0.54 |
## cell type report
class	instances	area [um^2]	share of cell area [%]
Multi-Input combinational cell	20	160	35.2
Sequential cell	5	128	28.0
Timing Repair Buffer	8	80.1	17.6
Tap cell	46	57.6	12.6
Clock buffer	4	26.3	5.77
Inverter	1	3.75	0.824
No activity file was given, so power comes from the tool's default toggle rates.
