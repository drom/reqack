==> design/flow/design.v <==
module eb_fifo_ctrl #(
    parameter DEPTHMO = 4'd15,
    parameter DEPTHLOG2MO = 3
) (
    input               t_0_req,
    output              t_0_ack,
    output reg          i_0_req,
    input               i_0_ack,
    output reg  [DEPTHLOG2MO : 0] wr_ptr,
    output wire [DEPTHLOG2MO : 0] rd_ptr,
    output  wen, ren,
    input   clk, reset_n
);
reg [DEPTHLOG2MO : 0] status_cnt;
reg [DEPTHLOG2MO : 0] q_rd_ptr;
assign t_0_ack = !(status_cnt == DEPTHMO);
assign ren = 1;
assign wen = t_0_req && t_0_ack;
always @(posedge clk or negedge reset_n)
    if (~reset_n) i_0_req <= 1'b0;
    else if (status_cnt == 0 && !(t_0_req && t_0_ack)) i_0_req <= 0;
    else if ((i_0_req && i_0_ack)  && !(t_0_req && t_0_ack) && (status_cnt == 1)) i_0_req <= 0;
    else i_0_req <= 1;
always @(posedge clk or negedge reset_n)
    if (~reset_n) wr_ptr <= 0;
    else if (t_0_req && t_0_ack) wr_ptr <= (wr_ptr == DEPTHMO) ? 0 : (wr_ptr + 1);
   assign rd_ptr=(i_0_req & i_0_ack)?(((q_rd_ptr == DEPTHMO) && (status_cnt != 0)) ? 0 : q_rd_ptr + 1):q_rd_ptr;
always @(posedge clk or negedge reset_n)
    if (~reset_n) begin
       q_rd_ptr <= 0;
    end else begin
       if (i_0_req && i_0_ack) q_rd_ptr <= (((q_rd_ptr == DEPTHMO) && (status_cnt != 0)) ? 0 : (q_rd_ptr + 1));
    end
always @(posedge clk or negedge reset_n)
    if (~reset_n) status_cnt <= 0;
    else if ((i_0_req && i_0_ack) && (t_0_req && t_0_ack)) status_cnt <= status_cnt;
    else if (i_0_req && i_0_ack && (status_cnt != 0)) status_cnt <= status_cnt - 1;
    else if (t_0_req && t_0_ack) status_cnt <= status_cnt + 1;
endmodule
==> design/flow/run.sh <==
#!/bin/bash
# OpenROAD 26Q1-2900-gdf79404cd8, Yosys 0.63+post, stock flow scripts
make -C /OpenROAD-flow-scripts/flow DESIGN_CONFIG=/design/flow/config.mk WORK_HOME=/design/flow/orfs finish
==> design/flow/config.mk <==
export PLATFORM = sky130hd
export DESIGN_NAME = eb_fifo_ctrl
export DESIGN_NICKNAME = eb_fifo_ctrl
export VERILOG_FILES = /design/flow/design.v
export SDC_FILE = /design/flow/constraint.sdc
export NUM_CORES = 4
export LEC_CHECK = 1
export CORE_AREA = 10 10 71 71
export DIE_AREA = 0 0 81 81
==> design/flow/constraint.sdc <==
current_design eb_fifo_ctrl

set clk_period 1.8
set clk_io_pct 0.2

create_clock -name clk0 -period $clk_period [get_ports {clk}]

set non_clock_inputs [all_inputs -no_clocks]
set_input_delay [expr $clk_period * $clk_io_pct] -clock clk0 $non_clock_inputs
set_output_delay [expr $clk_period * $clk_io_pct] -clock clk0 [all_outputs]
==> flow report <==
==============================================================================
Core ar.                                                             3630 um^2
Die height                                                               81 um
Sequential share of power                                                28.6%
Placed Area                                                          1050 um^2
Initial antenna violation count                                              0
Failing checks                                                    setup timing
Floorplan-stage core utilization                                         21.0%
Wire length per cell                                                   11.5 um
CTS sink cnt                                                                13
Number of enable-type register cells in the synthesized netlist              0
Most used DFF post-synth                                               dfrtp_1
Startpoint class of the critical path                                 register
Clk Tree Root Cell                                                    clkbuf_8
Number of placed instances with taps included                              153
Antenna violation net count after detailed routing                           0
Number of cells in the finished layout apart from fillers                  169
Result of the run                                                 finished, violations left
Share of cells above drive strength 1                                    40.5%
Critical Path RT                                                       1.44 ns
P per Cell Area                                                   1620 nW/um^2
Via density                                                               4.29
Total vias in the final route                                              725
Cell count listed in synth_stat.txt                                         79
Clock Power Share                                                        12.5%
Final worst setup slack                                             -0.0729 ns
Area of the synthesized netlist per yosys stat                        764 um^2
FFs w/ async S/R, synth                                                   100%
Die Span X                                                               81 um
Yosys cell types                                                            34
Routability cong.                                                        0.798
DRT iter0 DRCs                                                              41
Clock tree from TritonCTS                                                  yes
Vias in the first global route                                             744
Number of core rows                                                         22
Post-synth design cell area                                           764 um^2
Maximum clock rate                                                   0.534 GHz
Sequential share of the synthesized area                                 42.6%
Hold slack final                                                      0.428 ns
Clock-pin slew on the worst setup and hold paths                       0.06 ns
Clock insertion delay at the later pin of the skew report              0.24 ns
Area fraction of the dominant cell type after synthesis                  42.6%
Static Leakage                                                        0.560 nW
Number of logged tool warnings                                              29
Crit path time final                                                   1.87 ns
CTS Buffer Depth                                                             2
Antenna diode count                                                          0
Aggregate global-route resource usage                                    5.89%
Largest net degree at the start of global routing                           14
Final routed wirelength across all metal layers                        1950 um
CTS H-Tree Depth                                                             1
Per-instance average area after synthesis                            9.68 um^2
Final Max Slew Viols                                                         0
Dominant cells by area after synthesis                            dfrtp_1, ha_1, nand2_1
Max-cap viol count                                                           0
Data arrival at the endpoint of the critical path                      1.51 ns
Layout Cell Area excl Fill                                           1250 um^2
Logic pwr share                                                          58.9%
Number of clock buffers inserted by TritonCTS                                3
Crit end category                                                   output pin
Post-route DRC                                                               0
Detailed-router iteration count before antenna repair                        4
Number of warnings issued by yosys                                           1
Worst hold-check path type                                        primary input to asynchronous set/reset pin
Pint                                                                 0.00132 W
Largest voltage drop on the vdd net                                 0.000331 V
RSZ-0062 raised after global routing                                      true
Final hold violations                                                        0
Number of placed I/O pins                                                   16
Critical Path Fanout Max                                                     2
Final period util                                                         104%
Net Switching                                                       0.000706 W
Final HPWL DP                                                          1390 um
Sw frac                                                                  34.8%
Setup Crit Path Kind                                              register to output pin
Port Buffers                                                                14
Flops after synth                                                           13
Global-route congestion overflow total                                       0
Wire length of the first global-routing pass                           3200 um
Worst setup skew after layout                                       0.00304 ns
Area leader, netlist                                                   dfrtp_1
Area growth from synthesis to final layout                               63.5%
Total die size                                                       6560 um^2
Number of failing setup endpoints in the final timing report                 2
Gate count after technology mapping                                         79
==============================================================================
power groups by stage:
stage	clock [W]	combinational (W)	sequential (W)
6_report	0.000254	0.00120	0.000580
5_1_grt	0.000275	0.00134	0.000601
4_1_cts	0.000264	0.00112	0.000577
cells in the mapped netlist (2+ instances only):
| cell type | instances |
|---|---|
| dfrtp_1 | 13 |
| nand2_1 | 10 |
| a21oi_1 | 6 |
| o21ai_0 | 6 |
| ha_1 | 5 |
| inv_1 | 4 |
| nand3_1 | 3 |
| xnor2_1 | 3 |
| buf_4 | 2 |
| mux2_2 | 2 |
| nor2_1 | 2 |
logic make-up after synthesis:
kind of cell / count (synthesis) / synth area share, %
simple gates: 25 / 18.0
compound gates: 21 / 17.2
flops: 13 / 42.6
buf+inv: 8 / 5.89
fa+ha+maj: 5 / 8.18
xor+xnor: 3 / 3.44
mux: 3 / 4.26
other cells: 1 / 0.491
worst paths after layout:
path / slack, ns / from / to / cells past startpoint
setup / recovery: -0.07 / status_cnt[0]$_DFFE_PN0P_ / rd_ptr[3] / 7
hold / removal: 0.43 / reset_n / q_rd_ptr[0]$_DFFE_PN0N_ / 2
setup reg to reg: 0.18 / status_cnt[1]$_DFFE_PN0P_ / i_0_req$_DFF_PN0_ / 7
hold reg to reg: 0.53 / wr_ptr[3]$_DFFE_PN0P_ / wr_ptr[3]$_DFFE_PN0P_ / 1
max in group asynchronous: 1.20 / reset_n / wr_ptr[0]$_DFFE_PN0P_ / 2
min in group clk0: 0.53 / wr_ptr[3]$_DFFE_PN0P_ / wr_ptr[3]$_DFFE_PN0P_ / 1
routing by layer:
metal	routed length, um	track usage [%]	vias to the layer above
li1	-	-	366
met1	844	7.90	337
met2	932	9.39	20
met3	167	1.89	2
met4	4	0.692	0
met5	0	0	-
metrics by stage:
stage	setup WS (ns)	power, W	setup TNS (ns)	utilization (%)
5_1_grt	-0.146	0.00222	-0.300	34.4
2_1_floorplan	0.0896	0.000993	0	-
6_report	-0.0729	0.00203	-0.138	34.4
4_1_cts	-0.121	0.00196	-0.222	33.2
3_3_place_gp	-0.383	0.00149	-1.70	29.0
3_5_place_dp	-0.425	0.00151	-1.83	29.0
worst max-delay path: stages, from the launching register on:
cell	delay [ns]
dfrtp_1	0.37
inv_2	0.06
ha_4	0.15
nor3b_4	0.15
o21ai_2	0.11
nand3_1	0.08
a32o_2	0.23
buf_2	0.11
flip-flops by register name, summed over array words and instances (netlist names):
register	flops
q_rd_ptr	4
wr_ptr	4
i_0_req	1
status_cnt	4
layout by cell type, fill, tap and decap left out, types with 3 or more instances in the layout:
cell             synthesis  layout
a21oi_1                  6       6
buf_4                    2      24
clkdlybuf4s50_1          0       7
nand3_1                  3       3
dfrtp_1                 13      13
o21ai_0                  6       4
buf_6                    1       4
dlygate4sd2_1            0       5
clkbuf_8                 0       3
nand2_1                 10      10
final cells by class:
type / instances / area, um^2
Clock buffer: 4 / 45.0
Timing Repair Buffer: 42 / 349
Multi-Input combinational cell: 58 / 455
Tap cell: 48 / 60.1
Fill cell: 364 / 2380
Inverter: 4 / 15.0
Sequential cell: 13 / 325
timing repair:
item	in CTS	in global routing
hold buffers	0	0
gates resized	29	4
buffers inserted	10	3
hold endpoints to repair	0	0
pin swaps	9	4
endpoints found under the setup margin	6	4
Power and IR drop assume default switching activity.
